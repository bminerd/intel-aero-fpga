$ cat design/flow/design.v
module i2c_slave(
    clk,
    master_clk,
    master_sda,
    slave_addr,
    slave_asserted,
    slave_in_tx_mode,
    slave_tx_buffer,
    slave_tx_request,
    slave_rx_buffer,
    slave_rx_available
);
input wire clk;
input wire master_clk;
inout wire master_sda;
input wire [0:6] slave_addr;
output reg slave_asserted = 0;
output reg slave_in_tx_mode = 0;
input wire [0:7] slave_tx_buffer;
output reg slave_tx_request = 0;
output reg [0:7] slave_rx_buffer;
output reg slave_rx_available = 0;
reg [1:0] master_clk_edge;
reg [1:0] master_sda_edge;
reg master_clk_rising_edge = 0;
reg master_clk_falling_edge = 0;
reg i2c_start = 0;
reg i2c_stop = 0;
parameter state_idle = 4'd0;
parameter state_start_issued_waiting_slave_addr = 4'd1;
parameter state_slave_asserted_need_to_send_ack = 4'd2;
parameter state_slave_asserted_in_master_write_mode = 4'd3;
parameter state_slave_asserted_in_master_read_mode = 4'd4;
parameter state_slave_asserted_in_master_read_mode_waiting_ack_assert_highz = 4'd5;
parameter state_slave_asserted_in_master_read_mode_waiting_ack_read = 4'd6;
parameter state_slave_asserted_in_master_write_mode_assert_ack = 4'd7;
parameter state_slave_asserted_in_master_write_mode_assert_highz_ack = 4'd8;
reg [3:0] state = state_idle;
reg [2:0] count = 0;
reg sda_write = 1'bz;
assign master_sda = sda_write;
always @(posedge clk) begin
    master_clk_edge <= { master_clk_edge[0], master_clk };
    master_sda_edge <= { master_sda_edge[0], master_sda };
    if (master_clk_edge[0] && !master_clk_edge[1]) begin
        master_clk_rising_edge <= 1;
    end else begin
        master_clk_rising_edge <= 0;
    end
    if (master_clk_edge[1] && !master_clk_edge[0]) begin
        master_clk_falling_edge <= 1;
    end else begin
        master_clk_falling_edge <= 0;
    end
    i2c_start <= master_sda_edge[1] && !master_sda_edge[0] && master_clk_edge[0];
    i2c_stop <= master_sda_edge[0] && !master_sda_edge[1] && master_clk_edge[0];
end
always @(posedge clk) begin
    if (i2c_start || i2c_stop) begin
        state <= i2c_start ? state_start_issued_waiting_slave_addr : state_idle;
        count <= 3'd0;
        sda_write <= 1'bz;
        slave_asserted <= 1'd0;
        slave_tx_request <= 1'd0;
        slave_rx_available <= 1'd0;
    end else begin
        if (master_clk_rising_edge) begin
            case (state)
            state_start_issued_waiting_slave_addr: begin
                slave_rx_buffer[count] <= master_sda;
                count <= count + 3'd1;
                if (count == 3'd7) begin
                    if (slave_rx_buffer[0:6] == slave_addr) begin
                        state <= state_slave_asserted_need_to_send_ack;
                        slave_asserted <= 1'd1;
                    end else begin
                        state <= state_idle;
                    end
                end
            end
            state_slave_asserted_in_master_read_mode_waiting_ack_read: begin
                if (master_sda) begin
                    state <= state_idle;
                end else begin
                    state <= state_slave_asserted_in_master_read_mode;
                end
            end
            state_slave_asserted_in_master_write_mode: begin
                slave_rx_buffer[count] <= master_sda;
                count <= count + 3'd1;
                if (count == 3'd7) begin
                    state <= state_slave_asserted_in_master_write_mode_assert_ack;
                    slave_rx_available <= 1'd1;
                end else begin
                    slave_rx_available <= 1'd0;
                end
            end
            endcase
        end else if (master_clk_falling_edge) begin
            case (state)
            state_slave_asserted_need_to_send_ack: begin
                sda_write <= 1'd0;
                state <= slave_rx_buffer[7] ? state_slave_asserted_in_master_read_mode : state_slave_asserted_in_master_write_mode_assert_highz_ack;
                slave_in_tx_mode <= slave_rx_buffer[7];
                slave_tx_request <= 1'd1;
            end
            state_slave_asserted_in_master_read_mode: begin
                sda_write <= (slave_tx_buffer[count] ? 1'bz : 1'd0);
                count <= count + 3'd1;
                if (count == 3'd7) begin
                    state <= state_slave_asserted_in_master_read_mode_waiting_ack_assert_highz;
                    slave_tx_request <= 1'd1;
                end else begin
                    slave_tx_request <= 1'd0;
                end
            end
            state_slave_asserted_in_master_read_mode_waiting_ack_assert_highz: begin
                sda_write <= 1'bz;
                state <= state_slave_asserted_in_master_read_mode_waiting_ack_read;
            end
            state_slave_asserted_in_master_write_mode: begin
                sda_write <= 1'bz;
            end
            state_slave_asserted_in_master_write_mode_assert_ack: begin
                sda_write <= 1'd0;
                state <= state_slave_asserted_in_master_write_mode_assert_highz_ack;
            end
            state_slave_asserted_in_master_write_mode_assert_highz_ack: begin
                sda_write <= 1'bz;
                state <= state_slave_asserted_in_master_write_mode;
            end
            endcase
        end
    end
end
endmodule
$ cat design/flow/run.sh
#!/bin/bash
# OpenROAD 26Q1-2900-gdf79404cd8, Yosys 0.63+post, stock flow scripts
make -C /OpenROAD-flow-scripts/flow DESIGN_CONFIG=/design/flow/config.mk WORK_HOME=/design/flow/orfs finish
$ cat design/flow/config.mk
export PLATFORM = sky130hd
export DESIGN_NAME = i2c_slave
export DESIGN_NICKNAME = i2c_slave
export VERILOG_FILES = /design/flow/design.v
export SDC_FILE = /design/flow/constraint.sdc
export NUM_CORES = 4
export LEC_CHECK = 1
export CORE_AREA = 10 10 91 91
export DIE_AREA = 0 0 101 101
$ cat design/flow/constraint.sdc
current_design i2c_slave

set clk_period 3.7
set clk_io_pct 0.2

create_clock -name clk0 -period $clk_period [get_ports {clk}]

set non_clock_inputs [all_inputs -no_clocks]
set_input_delay [expr $clk_period * $clk_io_pct] -clock clk0 $non_clock_inputs
set_output_delay [expr $clk_period * $clk_io_pct] -clock clk0 [all_outputs]
==> results.json <==
{
  "remaining_drc_errors": 0,
  "timing.final.ws_setup_ns": 1.540,
  "ctsResizeCount": 0,
  "dr_wl_met2_um": 1093,
  "drt.antenna.violating_nets": 0,
  "number_of_synthesized_register_bits": 23,
  "cts_sinks": 23,
  "path_delay_family": "simple AND/OR/NAND/NOR gates",
  "timing.critical_path.fanout_max": 2,
  "grt_antenna_before_repair": 0,
  "placement_row_count": 29,
  "synth.largest_area_cell": "sky130_fd_sc_hd__edfxtp_1",
  "setup-tns-final_ns": 0,
  "async_flop_share_pct": 0,
  "synth.yosys.chip_area_um2": 1192,
  "synthDominantCellAreaShare_pct": 47.85,
  "globalRouteTotalUtil_pct": 4.679,
  "top_sig_layer": "met4",
  "die_area_um2": 10200,
  "boundaryPins": 30,
  "clock_path_buffers": 2,
  "timing.final.max_slew_violations": 0,
  "drt_iter0_markers": 37,
  "synth_cell_type_count": 36,
  "fin_worst_skew_ns": 0.007054,
  "cts_hold_repair.buffers": 0,
  "synth.cell_area_um2": 1192,
  "drt-pass1-iter-count": 3,
  "flop_cell": "sky130_fd_sc_hd__edfxtp_1",
  "finish.cell_count_without_fillers": 201,
  "hp-start": "master_clk_edge[0]$_DFF_P_",
  "maxCapViolCount": 0,
  "pre_cts_setup_slack_ns": 1.226,
  "outcome": "complete, no violations",
  "antenna_cells": 0,
  "wl_per_cell_um": 11.46,
  "critical_path_class": "input pin to register",
  "clk_transition_reported_paths_ns": 0.08,
  "yosys-stat-cells": 107,
  "rsz0062_at_grt": "false",
  "cts_root_buffer": "sky130_fd_sc_hd__clkbuf_8",
  "timing.fmax_mhz": 463.0,
  "final_hold_slack_ns": 0.3783,
  "post_cts_buffers": 0,
  "clock_buffer_count_from_cts": 3,
  "initial_core_util_pct": 18.78,
  "areaGrowthSynthToFinish_pct": 25.60,
  "top_cells_by_area": "sky130_fd_sc_hd__edfxtp_1 (48%), sky130_fd_sc_hd__dfxtp_1 (6.7%), sky130_fd_sc_hd__xor2_1 (4.4%)",
  "cts_tree": "done",
  "irDropWorstVdd_uv": 132.8,
  "syn_area_per_cell_um2": 11.14,
  "period_needed_ns": 2.160,
  "dpl_cells": 197,
  "final_layout_size_suffix_gt1_share_pct": 5.645,
  "worst_setup_path_end_kind": "register",
  "numPortBuffers": 20,
  "vias_in_the_first_global_route": 804,
  "hold_viol_final": 0,
  "finalCritPeriodShare_pct": 58.37,
  "hold_path.class": "register to register",
  "die_width_um": 101,
  "cp.required_ns": 3.65,
  "tool_warnings": 33,
  "pleak_nw": 0.4895,
  "grt.overflow.total": 0,
  "worstSetupStartpointType": "input pin",
  "ys.warnings.count": 7,
  "clock_latency_ns": 0.26,
  "enable_flop_cells": 19,
  "setup.worst_path.start": "slave_addr[3]",
  "largest_net_degree_at_the_start_of_global_routing": 14,
  "netlist_instances": 107,
  "dr_wl_met3_um": 144,
  "slowest_stage": "sky130_fd_sc_hd__clkdlybuf4s50_1",
  "cts_htree_levels": 1,
  "finalWeightedCongestion": 0.8202,
  "die_height_um": 101,
  "crit_path_cell_trace": "clkdlybuf4s50_1 > xor2_1 > nor4_2 > nand4_1 > nor4b_2",
  "setup_viol": 0,
  "fp.coreArea_um2": 6350,
  "worstPathBufferInverterCount": 1,
  "regToRegStartpoint": "count[0]$_DFFE_PP_",
  "fin_total_pwr_mw": 0.4617,
  "synth_seq_share_pct": 54.56,
  "crit_arrival_ns": 2.11,
  "detailroute.via_count": 807,
  "drt-vias-per-instance": 4.015,
  "cp_slowest_stage_delay_ns": 0.41,
  "first_pass_grt_wire_length_um": 3850,
  "p_per_area_nw_per_um2": 308.3,
  "dpl.hpwl_um": 1752,
  "drt-total-wl_um": 2303,
  "routed_met1_length_um": 1039
}
state kept, by name (all words and copies together), names as in the netlist:
name,flops
slave_tx_request,1
state,4
slave_rx_buffer,8
master_clk_rising_edge,1
slave_asserted,1
count,3
slave_rx_available,1
master_clk_edge,2
slave_in_tx_mode,1
master_clk_falling_edge,1
synthesized netlist by cell type (all sizes together) (3+ instances only):
master / n
xor2: 6
nand2: 11
nand3b: 3
o41a: 3
o31a: 3
nand2b: 3
dfxtp: 4
inv: 4
edfxtp: 19
o21a: 3
o21ai: 3
nor3: 3
a21oi: 4
nor2b: 5
buf: 5
nor2: 7
worst paths after layout:
| path | slack, ns | depth (start not counted) | end |
|---|---|---|---|
| worst max-delay path | 1.54 | 5 | slave_asserted$_DFFE_PP_ |
| worst min-delay path | 0.38 | 0 | master_clk_edge[1]$_DFF_P_ |
| worst max register to register | 1.57 | 5 | state[0]$_DFFE_PP_ |
| worst min register to register | 0.38 | 0 | master_clk_edge[1]$_DFF_P_ |
layer usage:
metal	up-vias	GRT usage (%)
li1	423	-
met1	372	5.668
met2	10	7.813
met3	2	2.079
met4	0	0.4287
met5	-	0
cell type report:
cell class              instances  area (um^2)
fillers                       663         4852
flip-flops and latches         23        650.6
inverters                       4        15.01
well taps                      77        96.34
multi-input cells              73        490.5
clock buffers                   4        45.04
repair buffers                 20        200.2
power by group:
part / switching, mW / internal (mW)
combinational: 0.00872 / 0.0149
sequential: 0.00512 / 0.281
clock: 0.0751 / 0.0767
placed cells by master, fill, tap and decap left out, drive strengths merged, types with 3 or more instances in the layout:
cell type,instances
a21oi,4
o31a,3
o21a,3
nor2b,5
xor2,6
nand3b,3
clkbuf,4
clkdlybuf4s50,20
inv,4
o21ai,3
nor3,3
nand2,11
nor2,7
o41a,3
dfxtp,4
nand2b,3
edfxtp,19
kinds of logic (layout without fill, tap and decap cells):
family / after synthesis / count (layout) / share of synthesized area [%]
simple gates: 39 / 39 / 18.36
other cells: 2 / 2 / 0.6298
xor+xnor: 8 / 8 / 5.876
fa+ha+maj: 2 / 2 / 2.098
compound gates: 22 / 22 / 14.17
buf+inv: 11 / 28 / 4.301
flops: 23 / 23 / 54.57
metrics by stage:
step | util [%] | instance area, um^2
floorplan | - | 1192
global placement | 22.88 | 1453
detailed placement | 22.88 | 1453
CTS | 23.59 | 1498
global route | 23.59 | 1498
finish | 23.59 | 1498
worst reg2reg max path, cell delays in order, from the launching register on:
cell	delay [ns]
sky130_fd_sc_hd__edfxtp_1	0.51
sky130_fd_sc_hd__ha_1	0.22
sky130_fd_sc_hd__ha_1	0.39
sky130_fd_sc_hd__nand2_1	0.09
sky130_fd_sc_hd__a2111oi_0	0.37
sky130_fd_sc_hd__or3_1	0.26
Power figures rest on the tool's default switching activity, not on a simulated workload.
