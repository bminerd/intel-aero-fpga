===== run.sh =====
#!/bin/bash
# OpenROAD 26Q1-2900-gdf79404cd8, Yosys 0.63+post, stock flow scripts
make -C /OpenROAD-flow-scripts/flow DESIGN_CONFIG=/design/flow/config.mk WORK_HOME=/design/flow/orfs finish

===== config.mk =====
export PLATFORM = sky130hd
export DESIGN_NAME = spi_slave
export DESIGN_NICKNAME = spi_slave
export VERILOG_FILES = /design/flow/design.v
export SDC_FILE = /design/flow/constraint.sdc
export NUM_CORES = 4
export LEC_CHECK = 1
export CORE_AREA = 10 10 104 104
export DIE_AREA = 0 0 114 114

===== constraint.sdc =====
current_design spi_slave

set clk_period 1.8
set clk_io_pct 0.2

create_clock -name clk0 -period $clk_period [get_ports {clk}]

set non_clock_inputs [all_inputs -no_clocks]
set_input_delay [expr $clk_period * $clk_io_pct] -clock clk0 $non_clock_inputs
set_output_delay [expr $clk_period * $clk_io_pct] -clock clk0 [all_outputs]

===== design.v =====
module spi_slave(
    clk,
    sclk,
    miso,
    mosi,
    ss,
    rx_byte_available,
    rx_byte,
    tx_byte_ready_to_write,
    tx_byte,
    transaction_begin
);
input wire clk;
input wire sclk;
input wire ss;
input wire mosi;
output reg rx_byte_available = 0;
output reg [0 : 7] rx_byte = 0;
reg [2 : 0] rx_index = 3'd0;
output reg miso = 1'b0;
output reg tx_byte_ready_to_write = 1'b0;
input wire [0 : 7] tx_byte;
reg [2 : 0] tx_index = 3'd0;
output reg transaction_begin = 0;
reg [1 :0] sclk_reg;
reg [1 :0] ss_reg;
wire sclk_rissing_edge;
wire sclk_falling_edge;
wire ss_falling_edge;
assign sclk_rissing_edge = (sclk_reg == 2'b01);
assign sclk_falling_edge = (sclk_reg == 2'b10);
assign ss_falling_edge = (ss_reg == 2'b10);
always @ (posedge clk) begin
    sclk_reg[0] <= sclk;
    sclk_reg[1] <= sclk_reg[0];
    ss_reg[0] <= ss;
    ss_reg[1] <= ss_reg[0];
    transaction_begin <= ss_falling_edge;
end
always @ (posedge clk) begin
    if (ss_falling_edge) begin
        rx_index <= 3'd0;
        rx_byte_available <= 0;
    end else if (sclk_rissing_edge) begin
        rx_byte[rx_index] <= mosi;
        rx_index <= rx_index + 3'd1;
        if (rx_index == 3'd7) begin
            rx_byte_available <= 1;
        end else begin
            rx_byte_available <= 0;
        end
    end
end
always @ (posedge clk) begin
    if (ss_falling_edge) begin
        tx_index <= 3'd1;
        tx_byte_ready_to_write <= 0;
    end else if (sclk_falling_edge) begin
        miso <= tx_byte[tx_index];
        tx_index <= tx_index + 3'd1;
        if (tx_index == 3'd7) begin
            tx_byte_ready_to_write <= 1;
        end else begin
            tx_byte_ready_to_write <= 0;
        end
    end
end
endmodule

==> results.py <==
# Metrics from the implementation run
metrics = {
    "cts": {
        "post_cts_buffers": 0,
        "cts-hold-fix-buffers": 0,
        "cts_tree": "built",
        "worst_setup_hold_path_clk_slew_ns": 0.08,
        "clock_path_buffers": 2,
        "clk_latency_ns": 0.26,
        "clk_root_buffer_cell": "sky130_fd_sc_hd__clkbuf_8",
        "post_cts.resized_instances": 0,
        "clock_buffer_count_from_cts": 3,
        "clock_sink_count": 22,
        "clock_tree.htree_level_count": 1,
    },
    "global_route": {
        "antenna_violations_before_repair": 0,
        "track_usage": 0.0316,
        "grt_pass1_vias": 680,
        "maximum_number_of_pins_on_one_net_before_global_route_repair": 13,
        "gr-total-overflow": 0,
        "global_route_wire_length_before_repair_um": 3390,
    },
    "final_layout": {
        "most_frequently_placed_logic_cell_in_the_final_layout": "sky130_fd_sc_hd__clkdlybuf4s50_1",
        "layout.core_utilization": 0.162,
        "commonest_non_fill_non_tap_cells_in_the_layout": "sky130_fd_sc_hd__clkdlybuf4s50_1 (23), sky130_fd_sc_hd__dfxtp_1 (13), sky130_fd_sc_hd__nor2_1 (9), sky130_fd_sc_hd__edfxtp_1 (9), sky130_fd_sc_hd__o21ai_0 (8)",
        "p_r_area_growth_vs_syn_pct": 44.9,
        "drive_gt1_frac": 0.119,
        "regMostFlops": "rx_byte",
        "largest_registers": "rx_byte (8), rx_index (3), tx_index (3)",
        "fin_cells": 217,
        "max_reg_flops": 8,
        "final_design_area_no_fill_um2": 1410,
    },
    "sta": {
        "relative_max_transition_margin": 0.802,
        "finalClockPeriodUsage": 0.938,
        "min_period_ns": 1.69,
        "worst_clock_skew_ns": 0.00753,
        "setup-tns-final_ns": 0,
        "unrepaired_setup_endpoints_after_global_routing": "false",
        "final-max-slew-violation-count": 0,
        "timing.final.hold_violations": 0,
        "timing_worst_slew_pin_value_ns": 0.298,
        "report.final.setup_viol": 0,
        "fmaxAchievable_ghz": 0.592,
    },
    "yosys": {
        "synthesis.instances": 81,
        "synth_seq_share": 0.545,
        "yosys.cell_types.count": 20,
        "yosys-stat-cells": 81,
        "yosys_area_um2": 973,
        "syn-mean-instance-area_um2": 12.0,
        "ys_warn_count": 1,
        "mappedNetlistArea_um2": 973,
        "synth_flop_count": 22,
    },
    "critical_path": {
        "arrival_ns": 1.79,
        "worst-setup-path-type": "reg2reg",
        "critical_path.max_fanout": 8,
        "worst-endpoint-required_ns": 1.90,
        "critical_path.startpoint_type": "flip-flop",
        "worstSetupEndpointType": "flip-flop",
    },
    "power": {
        "design_power_total_mw": 1.25,
        "power_per_cell_area_nw_per_um2": 888,
        "power.ir.vdd_worst_mv": 0.292,
        "p_leak_nw": 0.524,
    },
    "run": {
        "cap_violations": 0,
        "log.warning_count": 26,
    },
    "die": {
        "rows": 34,
        "top_level_ports": 24,
        "die_w_um": 114,
        "core_area_um2": 8680,
        "initial_utilization": 0.112,
        "die_y_um": 114,
        "dieArea_um2": 13000,
    },
    "drt": {
        "route.detailed.vias_per_inst": 3.18,
        "drt-initial-drc-count": 25,
        "drc_errors": 0,
        "dr_total_vias": 689,
        "route.antenna.remaining_nets": 0,
        "detail_route.wl_per_cell_um": 9.26,
        "dr.pass1.iters": 4,
        "wl_um": 2010,
        "antenna-diode-count": 0,
    },
    "outcome": {
        "run_status": "finished clean",
    },
    "worst_hold_path": {
        "class_of_the_worst_hold_path": "reg2reg",
    },
    "place": {
        "dpl_cell_area_um2": 1360,
        "post-dp-hpwl_um": 1580,
        "placed_cells": 213,
        "gpl.final_weighted_congestion": 0.778,
        "portBuffers": 23,
    },
}
==> where the power goes <==
part / switching, mW / internal [mW] / total (mW) / leakage (nW)
Sequential: 0.0402 / 0.587 / 0.627 / 0.192
Combinational: 0.138 / 0.180 / 0.318 / 0.310
Clock: 0.156 / 0.152 / 0.308 / 0.0231
Total: 0.334 / 0.918 / 1.25 / 0.524
==> synth_stat cells (all sizes together) <==
cell / count / area share
dfxtp: 13 / 0.27
edfxtp: 9 / 0.28
nor2: 9 / 0.035
o21ai: 9 / 0.046
mux2i: 6 / 0.062
nand2b: 6 / 0.039
o31ai: 6 / 0.046
ha: 5 / 0.064
clkbuf: 3 / 0.012
mux4: 2 / 0.054
nand2: 2 / 0.0077
or2: 2 / 0.013
xor2: 2 / 0.018
and2: 1 / 0.0064
mux2: 1 / 0.012
nand3b: 1 / 0.0077
nand4b: 1 / 0.0090
nor2b: 1 / 0.0064
o41ai: 1 / 0.0090
or3b: 1 / 0.0090
==> metrics by stage <==
| step | hold WS [ns] | setup WS, ns |
|---|---|---|
| 2_1_floorplan | 0.331 | 0.150 |
| 3_3_place_gp | 0.344 | 0.0442 |
| 3_5_place_dp | 0.357 | 0.0356 |
| 4_1_cts | 0.368 | 0.0304 |
| 5_1_grt | 0.372 | 0.00736 |
| 6_report | 0.361 | 0.111 |
==> worst max-delay path, cell delays in order, from the launching register on <==
cell,delay (ns)
sky130_fd_sc_hd__dfxtp_1,0.32
sky130_fd_sc_hd__ha_1,0.21
sky130_fd_sc_hd__ha_2,0.32
sky130_fd_sc_hd__or3b_2,0.50
sky130_fd_sc_hd__o21ai_0,0.18
==> metal layers <==
metal  vias up  track usage  wire length [µm]
met5         -            0                 0
met4         0      0.00167                10
met3         2       0.0223               317
met2        27       0.0402               723
met1       305       0.0442               960
li1        355            -                 -
==> logic make-up (layout without fill, tap and decap cells) <==
kind of cell    Yosys count  count (layout)  synth area share
fa+ha+maj                 5               5            0.0643
compound gates           16              16             0.102
buf+inv                   3              31            0.0116
flops                    22              22             0.545
mux                       9               9             0.127
simple gates             24              24             0.132
xor+xnor                  2               2            0.0180
==> area by class of cell <==
type,instances,area [µm²]
sequential,22,531
fill,984,7270
multi-input combinational,56,439
clock inverter,1,3.75
tap,108,135
timing repair buffer,27,260
clock buffer,3,41.3
==> path summary, 6_finish.rpt <==
path / startpoint / endpoint / slack [ns] / cells after the start
max: rx_index[0] / rx_byte[2] / 0.11 / 4
min: ss_reg[0] / ss_reg[1] / 0.36 / 0
max reg2reg: rx_index[0] / rx_byte[2] / 0.11 / 4
min reg2reg: ss_reg[0] / ss_reg[1] / 0.36 / 0
Power figures rest on the tool's default switching activity, not on a simulated workload.
